File: ./config.mk
export PLATFORM = sky130hd
export DESIGN_NAME = encoder8to3
export DESIGN_NICKNAME = encoder8to3
export VERILOG_FILES = /design/flow/design.v
export SDC_FILE = /design/flow/constraint.sdc
export NUM_CORES = 4
export LEC_CHECK = 1
export CORE_AREA = 10 10 70 70
export DIE_AREA = 0 0 80 80
File: ./constraint.sdc
current_design encoder8to3

set clk_period 1.9
set clk_io_pct 0.2

create_clock -name clk0 -period $clk_period

set non_clock_inputs [all_inputs -no_clocks]
set_input_delay [expr $clk_period * $clk_io_pct] -clock clk0 $non_clock_inputs
set_output_delay [expr $clk_period * $clk_io_pct] -clock clk0 [all_outputs]
File: ./design.v
module encoder8to3(input [7:0] y, output reg [2:0] a);
always @(*) begin
    case (y)
        8'b00000001: a = 3'b000;
        8'b00000010: a = 3'b001;
        8'b00000100: a = 3'b010;
        8'b00001000: a = 3'b011;
        8'b00010000: a = 3'b100;
        8'b00100000: a = 3'b101;
        8'b01000000: a = 3'b110;
        8'b10000000: a = 3'b111;
        default: a = 3'b000;
    endcase
end
endmodule
File: ./run.sh
#!/bin/bash
# OpenROAD 26Q1-2900-gdf79404cd8, Yosys 0.63+post, stock flow scripts
make -C /OpenROAD-flow-scripts/flow DESIGN_CONFIG=/design/flow/config.mk WORK_HOME=/design/flow/orfs finish
==> results.tsv <==
stage	metric	value	unit
critical_path	crit-path max cell delay	0.48	ns
grt	largest net degree at the start of global routing	8	
timing	fin crit share	96.5	%
die	Chip Height	80	µm
power_and_ir_drop	Power Density	152	nW/µm²
grt	GR Util met1	3.76	%
die	die width	80	µm
power_and_ir_drop	NetSw	0.0297	mW
layout	Area growth, synth to finish	172	%
job	max-cap violations	0	
power_and_ir_drop	switch share	50.0	%
die	Core Area	3420	µm²
timing	hold_ws	1.29	ns
synthesis	register share after synthesis	0	%
grt	Total GRT Usage	2.29	%
grt	GR Layer Usage met2	2.73	%
critical_path	Crit-path slowest cell	or4_4	
drt	WL per Instance	8.99	µm
drt	via count	222	
grt	vias in the first global route	245	
clocking	hold buffer count at cts	0	
critical_path	critical path arrival	1.45	ns
worst_hold_path	Hold Crit Class	in2out	
grt	grt peak-use layer	met1	
power_and_ir_drop	Comb pwr share	100.0	%
timing	final setup fails	0	
synthesis	yosys stat cell total	19	
synthesis	Post-Syn Area per Cell	7.57	µm²
layout	clock buffer count in the final layout	0	
layout	share of layout cells above drive strength 1	61.8	%
critical_path	cell mode on critical path	dlygate4sd2_1	
critical_path	critical path class	in2out	
drt	DRT iter0 DRCs	2	
power_and_ir_drop	Clock power frac	0	%
timing	Fmax	545	MHz
critical_path	critical path cell sequence	dlygate4sd2_1 -> or4_4 -> nor2_2 -> dlygate4sd2_1	
drt	WL final	719	µm
timing	actual slew at the worst max-slew pin	0.271	ns
die	Chip Area	6400	µm²
critical_path	CP endpoint kind	output pin	
drt	ant diodes	0	
power_and_ir_drop	total power	0.0595	mW
placement	Placer Congestion	0.805	
critical_path	critical path launch point type	input port	
job	tool warnings	32	
drt	drt drc	0	
timing	final hold vios	0	
layout	sequential cell area	0	µm²
die	Top Ports	11	
die	Initial Utilization	4.21	%
synthesis	Synth Instances	19	
grt	first-pass GRT wire length	1.21	mm
run_status	outcome	complete, no violations	
drt	first drt pass iteration count	4	
power_and_ir_drop	P_leak	0.129	nW
synthesis	post-synth cell types	11	
power_and_ir_drop	internal power	0.0298	mW
synthesis	Yosys Chip Area	144	µm²
drt	antenna viol nets, final	0	
power_and_ir_drop	Max VDD drop	0.0633	mV
placement	IO buf count	11	
grt	met3 Use GR	0.909	%
timing	Slew HR	81.8	%
layout	registers	0	
synthesis	mapped cell area	144	µm²
critical_path	worst-path fanout max	2	
power_and_ir_drop	Reg power frac	0	%
placement	placed inst area	344	µm²
drt	vias per cell	2.78	
worst_hold_path	Hold Path Depth	4	
layout	design area	392	µm²
layout	final core occ	11.5	%
grt	gr ovfl total	0	
synthesis	synth warn	1	
critical_path	Worst EP required	1.52	ns
die	Cell Rows	21	
timing	fin. max-slew vios	0	
placement	post-DP HPWL	577	µm
timing	fin crit period	1.83	ns
grt	initial antenna violation count	0	
-- layout by cell type (no fill, tap or decap), drive strengths merged --
cell type | Yosys | final
a211oi | 2 | 2
dlygate4sd2 | 0 | 7
buf | 1 | 9
or4 | 1 | 1
xor2 | 1 | 1
nor3 | 1 | 1
nor4 | 1 | 1
xnor2 | 1 | 1
nor4b | 7 | 7
o31a | 1 | 1
nor2 | 3 | 3
-- stage by stage --
stage                     worst slack [ns]  TNS [ns]  instances
after floorplan                      0.518         0         19
after global placement              -0.549     -1.55         80
after detailed placement            -0.572     -1.63         80
after CTS                          0.00211         0         80
after global routing              -0.00116  -0.00116         80
final                               0.0662         0         80
-- Yosys cell counts --
library cell,number,share of area (%)
nor4_1,1,4.4
buf_2,1,3.5
nor4b_2,1,10
nor3_1,1,3.5
xor2_1,1,6.1
or4_1,1,5.2
nor4b_1,6,37
nor2_1,3,7.8
o31a_1,1,6.1
a211oi_1,2,10
xnor2_1,1,6.1
-- final cells by class --
type                       count  area, µm²
fill                         404       3020
multi-input combinational     18        211
timing repair buffer          16        123
tap                           46       57.6
-- critical path, delay by kind of cell --
| family | cells | cell delay, ns |
|---|---|---|
| buffers and inverters | 2 | 0.47 |
| and+or+nand+nor | 2 | 0.60 |
-- cells by family after synthesis --
group | after synthesis | synth area share, %
AOI/OAI and AO/OA | 3 | 16.5
and+or+nand+nor | 13 | 67.8
xor gates and xnor gates | 2 | 12.2
buffers and inverters | 1 | 3.47
-- what timing repair did --
item                                    in CTS  in global routing
gates resized                               30                  9
pin swaps                                    3                  3
buffers inserted                             0                  0
endpoints found under the setup margin       3                  2
-- worst paths after layout --
path / startpoint / end
worst max-delay path: y[0] / a[2]
worst min-delay path: y[2] / a[2]
-- per-layer routing --
layer	vias up	routed length [µm]	part of all wire (%)
met4	0	0	0
met1	98	410	57
met2	11	232	32
met3	0	76	11
li1	113	-	-
met5	-	0	0
-- power groups by stage --
| stage | clock network [mW] | logic, mW | registers, mW |
|---|---|---|---|
| 5_1_grt | 0 | 0.0644 | 0 |
| 6_report | 0 | 0.0595 | 0 |
| 4_1_cts | 0 | 0.0543 | 0 |
Power and IR drop assume default switching activity.
